--- ./run.sh ---
#!/bin/bash
# OpenROAD 26Q1-2900-gdf79404cd8, Yosys 0.63+post, stock flow scripts
make -C /OpenROAD-flow-scripts/flow DESIGN_CONFIG=/design/flow/config.mk WORK_HOME=/design/flow/orfs finish
--- ./config.mk ---
export PLATFORM = sky130hd
export DESIGN_NAME = regfile
export DESIGN_NICKNAME = regfile
export VERILOG_FILES = /design/flow/design.v
export SDC_FILE = /design/flow/constraint.sdc
export NUM_CORES = 4
export LEC_CHECK = 1
export CORE_UTILIZATION = 30
--- ./constraint.sdc ---
current_design regfile

set clk_period 26.2
set clk_io_pct 0.2

create_clock -name clk0 -period $clk_period [get_ports {clk}]

set non_clock_inputs [all_inputs -no_clocks]
set_input_delay [expr $clk_period * $clk_io_pct] -clock clk0 $non_clock_inputs
set_output_delay [expr $clk_period * $clk_io_pct] -clock clk0 [all_outputs]
--- ./design.v ---
package SLC3_2;
   parameter op_ADD = 4'b0001;  
   parameter op_AND = 4'b0101;
   parameter op_NOT = 4'b1001;
   parameter op_BR  = 4'b0000;
   parameter op_JMP = 4'b1100;
   parameter op_JSR = 4'b0100;
   parameter op_LDR = 4'b0110;
   parameter op_STR = 4'b0111;
   parameter op_PSE = 4'b1101;
   parameter NO_OP = 15'b0;    
   parameter R0 = 3'b000;       
   parameter R1 = 3'b001;
   parameter R2 = 3'b010;
   parameter R3 = 3'b011;
   parameter R4 = 3'b100;
   parameter R5 = 3'b101;
   parameter R6 = 3'b110;
   parameter R7 = 3'b111;
   parameter p   = 3'b001;      
   parameter z   = 3'b010;
   parameter zp  = 3'b011;
   parameter n   = 3'b100;
   parameter np  = 3'b101;
   parameter nz  = 3'b110;
   parameter nzp = 3'b111;
   parameter outHEX = -1;
   parameter inSW = -1;
   function [15:0] opCLR ( input [2:0] DR );
      opCLR[15:12] = op_AND;
      opCLR[11: 9] = DR;
      opCLR[ 8: 6] = DR;
      opCLR[ 5   ] = 1'b1;
      opCLR[ 4: 0] = 5'b0;
   endfunction
   function [15:0] opAND ( input [2:0] DR, SR1, SR2 );
      opAND[15:12] = op_AND;
      opAND[11: 9] = DR;
      opAND[ 8: 6] = SR1;
      opAND[ 5: 3] = 3'b0;
      opAND[ 2: 0] = SR2;
   endfunction
   function [15:0] opANDi ( input [2:0] DR, SR, integer imm5 );
      opANDi[15:12] = op_AND;
      opANDi[11: 9] = DR;
      opANDi[ 8: 6] = SR;
      opANDi[ 5   ] = 1'b1;
      opANDi[ 4: 0] = imm5[4:0];
   endfunction
   function [15:0] opADD ( input [2:0] DR, SR1, SR2 );
      opADD[15:12] = op_ADD;
      opADD[11: 9] = DR;
      opADD[ 8: 6] = SR1;
      opADD[ 5: 3] = 3'b0;
      opADD[ 2: 0] = SR2;
   endfunction
   function [15:0] opADDi ( input [2:0] DR, SR, integer imm5 );
      opADDi[15:12] = op_ADD;
      opADDi[11: 9] = DR;
      opADDi[ 8: 6] = SR;
      opADDi[ 5   ] = 1'b1;
      opADDi[ 4: 0] = imm5[4:0];
   endfunction
   function [15:0] opINC ( input [2:0] DR );
      opINC[15:12] = op_ADD;
      opINC[11: 9] = DR;
      opINC[ 8: 6] = DR;
      opINC[ 5   ] = 1'b1;
      opINC[ 4: 0] = 1;
   endfunction
   function [15:0] opDEC ( input [2:0] DR );
      opDEC[15:12] = op_ADD;
      opDEC[11: 9] = DR;
      opDEC[ 8: 6] = DR;
      opDEC[ 5   ] = 1'b1;
      opDEC[ 4: 0] = -1;
   endfunction
   function [15:0] opNOT ( input [2:0] DR, SR );
      opNOT[15:12] = op_NOT;
      opNOT[11: 9] = DR;
      opNOT[ 8: 6] = SR;
      opNOT[ 5: 0] = 5'b1;
   endfunction
   function [15:0] opBR ( input [2:0] condition, integer PCoffset9 );
      opBR[15:12] = op_BR;
      opBR[11: 9] = condition;
      opBR[ 8: 0] = PCoffset9[8:0];
   endfunction
   function [15:0] opJMP ( input [2:0] BaseR );
      opJMP[15:12] = op_JMP;
      opJMP[11: 9] = 3'b0;
      opJMP[ 8: 6] = BaseR;
      opJMP[ 5: 0] = 6'b0;
   endfunction
   function [15:0] opRET ( );
      opRET[15:12] = op_JMP;
      opRET[11: 9] = 3'b0;
      opRET[ 8: 6] = R7;
      opRET[ 5: 0] = 6'b0;
   endfunction
   function [15:0] opJSR ( input integer PCoffset11 );
      opJSR[15:12] = op_JSR;
      opJSR[11   ] = 1'b1;
      opJSR[10: 0] = PCoffset11[10:0];
   endfunction
   function [15:0] opLDR ( input [2:0] DR, BaseR, integer offset6 );
      opLDR[15:12] = op_LDR;
      opLDR[11: 9] = DR;
      opLDR[ 8: 6] = BaseR;
      opLDR[ 5: 0] = offset6[5:0];
   endfunction
   function [15:0] opSTR ( input [2:0] SR, BaseR, integer offset6 );
      opSTR[15:12] = op_STR;
      opSTR[11: 9] = SR;
      opSTR[ 8: 6] = BaseR;
      opSTR[ 5: 0] = offset6[5:0];
   endfunction
   function [15:0] opPSE ( input [11:0] ledVect12 );
      opPSE[15:12] = op_PSE;
      opPSE[11: 0] = ledVect12;
   endfunction
endpackage
package mux_types;
typedef enum {pc_mux1, rs1_out_mux1, dont_care_mux1} alumux1_sel_t;
typedef enum {u_imm_mux2, b_imm_mux2, s_imm_mux2, i_imm_mux2, j_imm_mux2, rs2_out_mux2, dont_care_mux2} alumux2_sel_t;
typedef enum {rs2_out_cmp, i_imm_cmp, dont_care_cmp} cmpmux_sel_t;
endpackage
interface rvfi_itf(input clk, input rst);
    logic halt;
    logic commit;
    logic [63:0] order;
    logic [31:0] inst;
    logic trap;
    logic [4:0] rs1_addr;
    logic [4:0] rs2_addr;
    logic [31:0] rs1_rdata;
    logic [31:0] rs2_rdata;
    logic load_regfile;
    logic [4:0] rd_addr;
    logic [31:0] rd_wdata;
    logic [31:0] pc_rdata;
    logic [31:0] pc_wdata;
    logic [31:0] mem_addr;
    logic [3:0] mem_rmask;
    logic [3:0] mem_wmask;
    logic [31:0] mem_rdata;
    logic [31:0] mem_wdata;
    logic [15:0] errcode;
endinterface
module regfile
(
    input clk,
    input rst,
    input load,
    input [31:0] in,
    input [4:0] src_a, src_b, dest,
    output logic [31:0] reg_a, reg_b
);
logic [31:0] data [32];
always_ff @(posedge clk)
begin
    if (rst)
    begin
        for (int i=0; i<32; i=i+1) begin
            data[i] <= '0;
        end
    end
    else if (load && dest)
    begin
        data[dest] <= in;
    end
end
always_comb
begin
    reg_a = src_a ? data[src_a] : 0;
    reg_b = src_b ? data[src_b] : 0;
end
endmodule : regfile
==> Changelog: implementation <==
### Changed

- Status: completed
- Gpl congestion: 0.911
- Initial antenna violation count: 13
- Leak Pwr: 20.7 nW
- Post-route DRC: 0
- Input/output buffers: around 110
- Hold slack: between 5 and 6 ns
- Distinct lib cells used: between 40 and 50
- Critical Path End Type: primary output
- Cycle use final: 0.574
- Slew headroom: 0.310
- Biggest regs: data: 1024 flops
- Fp_density: 0.303
- Top cells by count: edfxtp_1 (1024), and2_1 (995), mux4_2 (472)
- Final hold vios: 0
- HPWL Detailed: ~110000 um
- Die W: 427 um
- Largest net degree at the start of global routing: just under 60
- Die Ht: about 430 um
- Fill cell count: between 15000 and 20000
- PnR Total Power: ~3.9 mW
- Top cells, area: edfxtp_1 (57%), mux4_2 (20%), and2_1 (11%)
- Largest reg by FF count: data
- Vias in the first global route: around 36000
- Tmin final: ~15 ns
- CTS tree: yes
- Yosys Instances: approximately 3500
- Crit path kind: input port to primary output
- Required @ worst endpoint: roughly 21 ns
- Avg Vias per Cell: between 5 and 6
- Area Overhead vs Synth: 13.8%
- Fin. max-slew vios: 0
- Crit path largest cell delay: between 0.8 and 0.9 ns
- Average size of a mapped cell: approximately 15 sq um
- Post-Syn Instances: ~3500
- Synth top cell by count: edfxtp_1
- Post-synth top area cell: edfxtp_1
- CTS Sinks: approximately 1000
- Final Setup Violations: 0
- YS chip area: approximately 54000 sq um
- Startpoint types: input port
- Maximum VDD drop: between 0.00005 and 0.00006 V
- CP max-delay cell: a2111oi_1
- OpenROAD warning count: 26
- Clock buffer depth: 3
- Resize count post-CTS: 0
- Post-route setup slack: 11.17 ns
- Layout cell share with drive strength beyond 1: 0.254
- Total track usage: 0.224
- Post-DP Area: 58300 sq um
- Ys Warns: 1
- Routed wire length: roughly 190000 um
- Netlist Area Pre-Place: ~54000 sq um
- Drt wl/cell: between 30 and 40 um
- Routed via count: approximately 33000
- Cell area power density: ~64 nW/um^2
- Register share after synthesis: 0.567
- Dpl ws: approximately 11 ns
- Die Size: roughly 180000 sq um
- H-tree depth: 3
- FFs w/ async S/R, synth: 0
- CP dominant cell by count: buf_4
- Data arrival time of the worst path: 9.79 ns
- Root buffer cell: clkbuf_16
- Setup TNS: 0 ns
- Grt ovf: 0
- Fin area: approximately 62000 sq um
- Sequential cell area: just over 30000 sq um
- Comb area: 22100 sq um
- Hold-fix buffers, CTS: 0
- Maximum clock frequency: roughly 0.067 GHz
- Hold Crit Class: input port to flip-flop
- First-pass GRT wire length: 267000 um
- Top cell area share: 0.567
- Post-CTS Setup Inserts: 0
- Cell Chain, Critical Path: buf_6 > buf_4 > buf_4 > or3_2 > buf_4 > o22ai_1 > a2111oi_1 > buf_4 > nor3_1 > clkdlybuf4s50_1
- Row count: 155
- Drt initial violations: between 2000 and 2500
- Number of enable flip-flop cells: approximately 1000
- Core area: between 150000 and 200000 sq um
- Max-cap violation count: 0
- Inst Count DP: 5801
- Max FFs per register: between 1000 and 1500
- Crit Path Max Fanout: 25
- Post-Layout Cell Count: about 6000
- Reg clk slew, reported paths: 0.06 ns
- IO Count: approximately 110
- RSZ-0062 raised after global routing: no
- Drt pass-1 iters: 5
- Ys flop type: edfxtp_1
- Final Util: 0.345
- Slew @ Worst Pin: slightly above 1 ns
- Num CTS Buffers: 104
- DRT antenna net count: 0
- Synth flops: a little over 1000
## report_power, final
part | switching, mW | internal [mW]
clock | 0.649 | 0.858
sequential | 0.0448 | 1.89
combinational | 0.273 | 0.217
## layout make-up
type                    count  share of cell area
multi-input cells        2120               0.358
well taps                2355              0.0478
diodes                      6            0.000243
repair buffers            300              0.0411
clock buffers             121              0.0436
inverters                   2            0.000122
clock inverters            69              0.0109
flip-flops and latches   1024               0.498
## cell usage in the layout (no fill, tap or decap), drive strengths merged, types with 6 or more instances in the layout
| cell | synthesis | final |
|---|---|---|
| a22o | 51 | 51 |
| a21oi | 12 | 12 |
| a22oi | 16 | 16 |
| a211oi | 7 | 7 |
| nor4 | 6 | 6 |
| conb | 1 | 32 |
| nor3 | 54 | 54 |
| clkinv | 0 | 51 |
| o22ai | 103 | 103 |
| bufinv | 0 | 13 |
| mux4 | 472 | 472 |
| a2111oi | 55 | 55 |
| nor2b | 14 | 14 |
| mux2i | 150 | 150 |
| buf | 115 | 196 |
| clkbuf | 272 | 122 |
| clkdlybuf4s50 | 0 | 103 |
| nand2 | 7 | 7 |
| edfxtp | 1024 | 1024 |
| or2 | 33 | 33 |
| and2 | 995 | 995 |
| diode | 0 | 6 |
| mux2 | 30 | 30 |
| nor2 | 36 | 36 |
## worst max-delay path: cells and delay by family
family          cells  cell delay [ns]
buf+inv             6             2.65
compound gates      2             1.06
simple gates        2             0.72
## final timing paths
check | from | to | slack [ns] | depth (start not counted)
setup / recovery | src_b[1] | reg_b[15] | 11.17 | 10
hold / removal | rst | data[0][27] | 5.09 | 1
## kinds of logic after synthesis
family,Yosys count,synth area share
AND-OR/OR-AND,259,0.0365
buffers and inverters,389,0.0332
multiplexers,652,0.230
AND/OR/NAND/NOR,1177,0.133
other,1,0.0000691
flip-flops,1024,0.567
## routing by layer
metal,GRT usage,wire length (um),up-vias,part of all wire
met2,0.331,86800,2490,0.46
li1,-,-,13700,-
met5,0.0183,339,-,0.0018
met3,0.173,33600,480,0.18
met4,0.0938,10600,12,0.056
met1,0.237,58900,16300,0.31
Power and IR drop assume default switching activity.
